File: design/flow/design.v
`timescale 1ns / 1ps
module ShiftReg(Qout, clk);
	input clk;
	output [3:0] Qout;
	reg [2:0] Q = 3'b000;
	always @ (posedge clk) begin
		if (Q<6)
		  Q <= Q + 1;
		else if (Q == 6)
		  Q <= 0;
	end
	assign Qout = Q;
endmodule
`timescale 1ns / 1ps
module puckstates_FSM(
    input clk,
	input reset,
	input space,
	input [10:0] Lx,
	input [10:0] Ly,
	input [10:0] Rx,
	input [10:0] Ry,
	input Lup,
	input Lmid,
	input Ldown,
	input Rup,
	input Rmid,
	input Rdown,
	input swl,
	input swr,
	input [10:0] Pradius,
	input [10:0] Rradius,
	input [1:0] mode,
	input [10:0] rgoalyhigh ,
	input [10:0] lgoalyhigh ,
	output [9:0] puckX,
	output [8:0] puckY,
	output [4:0] puckstate,
	output reg [2:0] GL,
	output reg [2:0] GR
	);
	reg [4:0] state = 0;
	reg [9:0] puckXreg = 10'b0;
	reg [8:0] puckYreg = 9'b0;
	reg [10:0] ceiling = 10;
	reg [10:0] floor = 470;
	reg [10:0] lwall = 10;
	reg [10:0] rwall = 630;
	reg [10:0] lgoalylow;
	reg [10:0] lgoalx = 15;
	reg [10:0] rgoalylow;
	reg [10:0] rgoalx = 625;
	reg [10:0] cy = 240;
	reg [10:0] cx = 320;
	reg [10:0] Lradius;
	reg [5:0] speedx ;
	reg [5:0] speedy ;
	wire [3:0] Qout;  
	ShiftReg r1 (Qout, clk);
	always @(posedge clk) begin
	lgoalylow = lgoalyhigh+160;  
	rgoalylow = rgoalyhigh+160;
	if (space == 0) begin
	state = 0;
	end
	else begin
	if (puckX - Pradius <= Rx + Rradius &&  puckX + Pradius >= Rx - Rradius && puckY + Pradius >= Ry - Rradius && puckY - Pradius <= Ry + Rradius) begin
        state <= 7;
    end
    else if (puckX - Pradius <= Lx + Rradius &&  puckX + Pradius >= Lx - Rradius && puckY + Pradius >= Ly - Rradius && puckY - Pradius <= Ly + Rradius) begin
        state <= 8;
    end
    if (speedx >= 8) begin
    speedx <= 7;
    end
    if (speedy >= 8) begin
    speedy <= 7;
    end
	case (state)
						0: begin 
							puckXreg <= cx; 
							puckYreg <= cy; 
								state = Qout; 
								speedy <= 1;
								speedx <= 1;
								GL = 0;
								GR = 0;
							end 
						4: begin
							puckXreg <= puckXreg - speedx;
							puckYreg <= puckYreg - speedy;
							if (puckY <= ceiling) begin
								if (mode == 0 | mode == 2 | mode == 4 | mode == 6) begin
								state = 6;
								end
								else if (mode == 1 | mode == 3 | mode == 5 | mode == 7) begin
								puckYreg <= floor - 1;
								end
								speedx <= speedx + 1;
								speedy <= speedy + 1;
							end 
							else if (puckX <= lwall) begin
								if (mode == 0 | mode == 2 | mode == 4 | mode == 6) begin
								state = 1;
								end
								else if (mode == 1 | mode == 3 | mode == 5 | mode == 7) begin
								puckXreg <= rwall - 1;
								end
								speedx <= speedx + 1;
								speedy <= speedy + 1;
							end 
							else if ((puckY <= lgoalylow)&&(puckY >= lgoalyhigh)&&(puckX <= lgoalx)) begin
							GR = GR+1;
							state = 10;
							end
							else begin
								state = 4;
							end							
						end
						1: begin
							puckXreg <= puckXreg + speedx;
							puckYreg <= puckYreg - speedy;
							state = 1;
							if (puckY <= ceiling) begin
								if (mode == 0 | mode == 2 | mode == 4 | mode == 6) begin
								state = 3;
								end
								else if (mode == 1 | mode == 3 | mode == 5 | mode == 7) begin
								puckYreg <= floor - 1;
								end
								speedx <= speedx + 1;
								speedy <= speedy + 1;
							end 
							else if (puckX >= rwall ) begin
								if (mode == 0 | mode == 2 | mode == 4 | mode == 6) begin
								state = 4;
								end
								else if (mode == 1 | mode == 3 | mode == 5 | mode == 7) begin
								puckXreg <= lwall + 1;
								end
								speedx <= speedx + 1;
								speedy <= speedy + 1;
							end 
							else if ((puckY <= rgoalylow)&&(puckY >= rgoalyhigh)&&(puckX >= rgoalx)) begin
							GL = GL+1;
							state = 9;
							end
							else begin
								state = 1;
							end							
						end
						3: begin
							puckXreg <= puckXreg + speedx;
							puckYreg <= puckYreg + speedy;
							state = 3;
							if (puckY >= floor) begin
								if (mode == 0 | mode == 2 | mode == 4 | mode == 6) begin
								state = 1;
								end
								else if (mode == 1 | mode == 3 | mode == 5 | mode == 7) begin
								puckYreg <= ceiling + 1;
								end
								speedx <= speedx + 1;
								speedy <= speedy + 1;
							end 
							else if (puckX >= rwall) begin
								if (mode == 0 | mode == 2 | mode == 4 | mode == 6) begin
								state = 6;
								end
								else if (mode == 1 | mode == 3 | mode == 5 | mode == 7) begin
								puckXreg <= lwall + 1;
								end
								speedx <= speedx + 1;
								speedy <= speedy + 1;
							end 
							else if ((puckY <= rgoalylow)&&(puckY >= rgoalyhigh)&&(puckX >= rgoalx)) begin
							GL = GL+1;
							state = 9;
							end
							else begin
								state = 3;
							end							
						end				
						6: begin
							puckXreg <= puckXreg - speedx;
							puckYreg <= puckYreg + speedy;
							state = 6;
							if (puckY >= floor) begin
								if (mode == 0 | mode == 2 | mode == 4 | mode == 6) begin
								state = 4;
								end
								else if (mode == 1 | mode == 3 | mode == 5 | mode == 7) begin
								puckYreg <= ceiling + 1;
								end
								speedx <= speedx + 1;
								speedy <= speedy + 1;
							end 
							else if (puckX <= lwall) begin
								if (mode == 0 | mode == 2 | mode == 4 | mode == 6) begin
								state = 3;
								end
								else if (mode == 1 | mode == 3 | mode == 5 | mode == 7) begin
								puckXreg <= rwall - 1;
								end
								speedx <= speedx + 1;
								speedy <= speedy + 1;
							end 
							else if ((puckY <= lgoalylow)&&(puckY >= lgoalyhigh)&&(puckX <= lgoalx)) begin
							GR = GR+1;
							state = 10;
							end
							else begin
								state = 6;
							end							
						end	
						2: begin
							puckXreg <= puckXreg + speedx;
							state = 2;
							 if (puckXreg >= rwall) begin
								if (mode == 0 | mode == 2 | mode == 4 | mode == 6) begin
								state = 5;
								end
								else if (mode == 1 | mode == 3 | mode == 5 | mode == 7) begin
								puckXreg <= lwall + 1;
								end
								speedx <= speedx + 1;
							end 
							else if ((puckY <= rgoalylow)&&(puckY >= rgoalyhigh)&&(puckX >= rgoalx)) begin
							GL = GL+1;
							state = 9;
							end
							else begin
								state = 2;
							end					
						end	
						5: begin					
							puckXreg <= puckXreg - speedx;
							state = 5;
							if (puckXreg <= lwall) begin
								if (mode == 0 | mode == 2 | mode == 4 | mode == 6) begin
								state = 2;
								end
								else if (mode == 1 | mode == 3 | mode == 5 | mode == 7) begin
								puckXreg <= rwall - 1;
								end
								speedx <= speedx + 1;
							end 
							else if ((puckY <= lgoalylow)&&(puckY >= lgoalyhigh)&&(puckX <= lgoalx)) begin
							GR = GR+1;
							state = 10;
							end
							else begin
								state = 5;
							end					
						end
						10: begin
								state = 8;
						end
						9: begin
								state = 7;
						end
						7: begin
						puckYreg <= Ry + (Rradius-1);
						puckXreg <= Rx - (2*Rradius);
						speedy <= 2;
						speedx <= 2;
						if (Rmid) begin
						state = 5;
						end
						else if (Rup) begin
						state = 4;
						end
						else if (Rdown) begin
						state = 6;
						end
						else if (swr == 1) begin
						state = 11;
						end
						else begin
						state = 7;
						end
						end
						11: begin
						puckYreg <= Ry + 1 - (Rradius);
						puckXreg <= Rx - (2*Rradius);
						speedy <= 2;
						speedx <= 2;
						if (Rmid) begin
						state = 5;
						end
						else if (Rup) begin
						state = 4;
						end
						else if (Rdown) begin
						state = 6;
						end
						else if (swr == 0) begin
						state = 7;
						end
						else begin
						state = 11;
						end
						end
						8: begin
						puckYreg <= Ly + 1 - (Rradius);
						puckXreg <= Lx + (2*Rradius);
						speedy <= 2;
						speedx <= 2;
						if (Lmid) begin
						state = 2;
						end
						else if (Lup) begin
						state = 1;
						end
						else if (Ldown) begin
						state = 3;
						end
						else if (swl == 1) begin
						state = 12;
						end
						else begin
						state = 8;
						end
						end
						12: begin
						puckYreg <= Ly + (Rradius-1);
						puckXreg <= Lx + (2*Rradius);
						speedy <= 2;
						speedx <= 2;
						if (Lmid) begin
						state = 2;
						end
						else if (Lup) begin
						state = 1;
						end
						else if (Ldown) begin
						state = 3;
						end
						else if (swl == 0) begin
						state = 8;
						end
						else begin
						state = 12;
						end
						end
				endcase
				if(reset)
				state = 0;
				end
				end
	assign puckX = puckXreg;
	assign puckY = puckYreg;
		assign puckstate = state;
endmodule
File: design/flow/config.mk
export PLATFORM = sky130hd
export DESIGN_NAME = puckstates_FSM
export DESIGN_NICKNAME = puckstates_FSM
export VERILOG_FILES = /design/flow/design.v
export SDC_FILE = /design/flow/constraint.sdc
export NUM_CORES = 4
export LEC_CHECK = 1
export CORE_UTILIZATION = 40
File: design/flow/constraint.sdc
current_design puckstates_FSM

set clk_period 7.0
set clk_io_pct 0.2

create_clock -name clk0 -period $clk_period [get_ports {clk}]

set non_clock_inputs [all_inputs -no_clocks]
set_input_delay [expr $clk_period * $clk_io_pct] -clock clk0 $non_clock_inputs
set_output_delay [expr $clk_period * $clk_io_pct] -clock clk0 [all_outputs]
File: design/flow/run.sh
#!/bin/bash
# OpenROAD 26Q1-2900-gdf79404cd8, Yosys 0.63+post, stock flow scripts
make -C /OpenROAD-flow-scripts/flow DESIGN_CONFIG=/design/flow/config.mk WORK_HOME=/design/flow/orfs finish
==> ci_impl_report.md <==
## Implementation flow summary

| Metric | Value |
|---|---|
| Hold_sp | GL[2] |
| Final Power | 0.942 mW |
| Clock transition at the registers of the reported paths | 0.07 ns |
| Synth mux share | 0.0191 |
| Mapped Avg Cell Area | ~8 sq um |
| Hold Path Sink | GL[2] |
| CTS max path bufs | 2 |
| Grt met3 use | 0.0499 |
| Via count | 7191 |
| FP Util | 0.409 |
| DR pass1 iterations | 8 |
| Post-CTS Resized | 0 |
| Simple share | 0.168 |
| RR Startpoint | state[0] |
| DR iter-0 viols | ~560 |
| Ao+oa area frac | 0.272 |
| Ys async rst share | 0 |
| Post-synth EDFFs | 40 |
| WL final | 21800 um |
| R2r endpoint | puckYreg[8] |
| Pins over their slew limit | 0 |
| Xor/xnor share | 0.0905 |
| Number of synthesized register bits | 44 |
| Clock sinks | 44 |
| RSZ-0062 raised after global routing | no |
| Drc violations | 0 |
| Hpwl dp | roughly 18000 um |
| Arrival @ worst endpoint | approximately 4.3 ns |
| Core Region | 0.0180 sq mm |
| Post-cts hold buffer count | 0 |
| Setup Viol. Count Final | 0 |
| Cell depth of the worst flop-to-flop path | 13 |
| Congestion Overflow GR | 0 |
| Count leader, synth | ha_1 |
| Crit. End Element | flop |
| Post-route ant nets | 0 |
| Critical path data required time | around 7.0 ns |
| Total GRT Usage | 0.245 |
| Post-route setup TNS | 0 ns |
| Final hold viol count | 0 |
| Chip height | 138 um |
| I/O pin count | 131 |
| Main logic family after synthesis | AND-OR/OR-AND gates |
| H-tree levels | 2 |
| Ys Warns | 2 |
| Gr busiest metal | met2 |
| Setup crit start | Rradius[1] |
| Worst setup path class | primary input to flop |
| Top cells, area | ha_1 (20%), edfxtp_1 (16%), a21oi_1 (5.2%) |
| Hold depth | 2 |
| Yosys adder share | 0.220 |
| Gp weighted congestion | 0.955 |
| Initial antenna violation count | 1 |
| Top cell type's share of synthesized area | 0.196 |
| Yosys cell types | 78 |
| Post-layout period usage | 0.602 |
| Mapped Area | 0.00735 sq mm |
| Fmax | 0.237 GHz |
| Seq share, synth | 0.174 |
| Worst setup margin | approximately 2.8 ns |
| Buffers on Ports | between 100 and 150 |
| Hold_ws | 0.623 ns |
| Critical-path maximum fanout | 6 |
| CTS Buf Count | 5 |
| Worst VDD drop | 0.0000845 V |
| Most used DFF post-synth | edfxtp_1 |
| GR met1 Demand/Resource | 0.363 |
| CTS Root Cell | clkbuf_16 |
| Dpl ws | around 2.5 ns |
| Yosys cell count | 916 |
| Max Cap Viol | 0 |
| Tool warnings | ~64 |
| Hold Crit Class | flop to flop |
| Crit path time final | 4.21 ns |
| Die area | 0.0189 sq mm |
| Die Wd | 138 um |
| FF-to-FF setup slack | approximately 3 ns |
| Clk_skew | 0.00828 ns |
| P_leak | between 3 and 4 nW |
| Tightest Pin Transition | between 0.9 and 1 ns |
| Avg WL per Cell | 17.5 um |
| Synth area leader | ha_1 |
| Vias in the first global route | 6777 |
| Fin util | 0.494 |
| Pin count of the biggest net entering global routing | 31 |
| Pwr dens | ~110 mW/mm^2 |
| Cells after synthesis | approximately 920 |
| Kind of launch point of the worst setup path | primary input |
| Core Rows | a little under 50 |
| YS chip area | about 0.0074 sq mm |
| Area growth from synthesis to layout | 20.6% |
| Status | finished clean |
| Clk ins delay skew pair | 0.30 ns |
| M2 GR Usage | 0.374 |
| Worst slew margin | 0.389 |
| Layout cells sized above 1 | 0.0433 |
| CTS tree | built |
| Number of vias per cell | 5.78 |
| Post-CTS Setup Inserts | 0 |
| Global-route wire length before repair | 35000 um |
| Top cells by count, synth | ha_1 (115), a21oi_1 (76), inv_1 (74), o21ai_0 (69), nor2_1 (63) |
[critical path, stage by stage]
cell             delay [ns]
clkdlybuf4s50_1        0.66
inv_1                  0.17
ha_1                   0.31
inv_1                  0.08
fa_1                   0.46
a21o_1                 0.19
a211oi_1               0.24
o21bai_1               0.14
a21o_1                 0.19
a21oi_1                0.17
xnor2_1                0.14
o211ai_1               0.10
[worst max path at each step]
stage                  to  cells past startpoint
CTS           puckYreg[8]                     12
global route  puckYreg[8]                     12
finish        puckYreg[8]                     12
[where the power goes]
group	internal, mW	total (mW)	switching (mW)
combinational	0.176	0.356	0.180
clock	0.170	0.280	0.110
sequential	0.293	0.306	0.0131
[cells in the final DEF (no fill, tap or decap), types with 9 or more instances in the layout]
master             n
xnor2_1           43
ha_1             115
nand2_1           62
a21o_1            26
o211ai_1          11
nor2_1            63
xor2_1            33
clkdlybuf4s50_1  109
a31oi_1           13
fa_1               9
nand4_1           10
buf_4             12
or3_1             10
a211oi_1          10
nor2b_1           11
nor3_1            25
a221oi_1          12
a21oi_1           76
inv_1             74
nand2b_1          13
o21ai_0           69
edfxtp_1          40
nand3_1           22
[state kept, by name (all words and copies together), names as in the netlist]
| signal | flops |
|---|---|
| puckXreg | 10 |
| puckYreg | 9 |
| speedx | 6 |
| speedy | 6 |
| state | 4 |
| GL | 3 |
| GR | 3 |
| r1.Q | 3 |
[cells by family after synthesis]
logic type,Yosys count
and+or+nand+nor,251
adders and majority gates,124
muxes,13
AOI/OAI and AO/OA,302
xor gates and xnor gates,76
DFF,44
other,1
buffers and inverters,105
[area by class of cell]
type	instances	area [sq um]
Fill cell	1750	9100
Multi-Input combinational cell	767	5660
Sequential cell	44	1280
Timing Repair Buffer	121	1180
Tap cell	229	287
Inverter	75	282
Clock buffer	5	125
Clock inverter	3	46.3
Antenna cell	1	2.50
[stage by stage]
| step | area, sq um | cells |
|---|---|---|
| final | 8870 | 1245 |
| after global routing | 8860 | 1244 |
| after CTS | 8860 | 1244 |
| after detailed placement | 8690 | 1236 |
| after global placement | 8690 | 1236 |
| after floorplan | 7350 | 916 |
[per-layer routing]
layer,vias to the layer above,wire (um)
li1,3604,-
met1,3279,10300
met2,279,9480
met3,29,1630
met4,0,405
met5,-,0
Power and IR drop assume default switching activity.
